File: design/flow/design.v
`timescale 1ns / 1ps
module Executs32(Read_data_1,Read_data_2,Imme_extend,Function_opcode,opcode,ALUOp,Shamt,ALUSrc,I_format,Zero,Sftmd,ALU_Result,Addr_Result,PC_plus_4,Jr);
input[31:0]  Read_data_1,Read_data_2,Imme_extend;
input[5:0]   Function_opcode,opcode;
input[1:0]   ALUOp;
input[4:0]   Shamt;
input Sftmd,ALUSrc,I_format,Jr;
input[31:0]  PC_plus_4;   
output reg Zero;        
output reg[31:0] ALU_Result;
output[31:0]Addr_Result; 
wire[31:0] Ainput,Binput;
wire[5:0] Exe_code;
wire[2:0] ALU_ctl,Sftm;
reg[31:0] ALU_output_mux,Shift_Result;
wire[32:0] Branch_Addr;
assign Ainput = Read_data_1;
assign Binput =(ALUSrc==0)? Read_data_2:{16'h0000,Imme_extend[15:0]};
assign Exe_code = (I_format==0)?Function_opcode:{3'b000,opcode[2:0]};
assign ALU_ctl[0] = (Exe_code[0] | Exe_code[3]) & ALUOp[1];
assign ALU_ctl[1] = ((!Exe_code[2]) | (!ALUOp[1]));
assign ALU_ctl[2] = (Exe_code[1] & ALUOp[1]) | ALUOp[0];
assign Addr_Result = (PC_plus_4>>2)+Imme_extend;
always @(ALU_ctl or Ainput or Binput)
begin
case(ALU_ctl)
3'b000:ALU_output_mux=Ainput&Binput;
3'b001:ALU_output_mux=Ainput|Binput;
3'b010:ALU_output_mux=Ainput+Binput;
3'b011:ALU_output_mux=Ainput+Binput;
3'b100:ALU_output_mux=Ainput^Binput;
3'b101:ALU_output_mux=~(Ainput|Binput);
3'b110:ALU_output_mux=Ainput-Binput;
3'b111:ALU_output_mux=Ainput-Binput;
default:ALU_output_mux = 32'h00000000;
endcase
end
assign Sftm = Function_opcode[2:0];
always @* begin  
if(Sftmd)
case(Sftm[2:0])
3'b000:Shift_Result = Binput << Shamt;
3'b010:Shift_Result = Binput >> Shamt; 
3'b100:Shift_Result = Binput << Ainput;
3'b110:Shift_Result = Binput >> Ainput; 
3'b011:Shift_Result = $signed(Binput) >>> Shamt; 
3'b111:Shift_Result = $signed(Binput) >>> Ainput; 
default:Shift_Result = Binput;
endcase
else
Shift_Result = Binput;
end
always @(*) 
begin
if(((ALU_ctl==3'b111) && (Exe_code[3]==1))||((ALU_ctl[2:1]==2'b11) && (I_format==1)))
 ALU_Result = $signed(Ainput)<$signed(Binput);
else if((ALU_ctl==3'b101) && (I_format==1))
ALU_Result[31:0]={Binput[15:0],{16{1'b0}}};
else if(Sftmd==1)
ALU_Result = Shift_Result ;
else
ALU_Result = ALU_output_mux[31:0];
end
always@(*)
begin
Zero = (ALU_output_mux==0)?1'b1:1'b0;
end
endmodule
File: design/flow/run.sh
#!/bin/bash
# OpenROAD 26Q1-2900-gdf79404cd8, Yosys 0.63+post, stock flow scripts
make -C /OpenROAD-flow-scripts/flow DESIGN_CONFIG=/design/flow/config.mk WORK_HOME=/design/flow/orfs finish
File: design/flow/config.mk
export PLATFORM = sky130hd
export DESIGN_NAME = Executs32
export DESIGN_NICKNAME = Executs32
export VERILOG_FILES = /design/flow/design.v
export SDC_FILE = /design/flow/constraint.sdc
export NUM_CORES = 4
export LEC_CHECK = 1
export CORE_UTILIZATION = 40
File: design/flow/constraint.sdc
current_design Executs32

set clk_period 19.6
set clk_io_pct 0.2

create_clock -name clk0 -period $clk_period

set non_clock_inputs [all_inputs -no_clocks]
set_input_delay [expr $clk_period * $clk_io_pct] -clock clk0 $non_clock_inputs
set_output_delay [expr $clk_period * $clk_io_pct] -clock clk0 [all_outputs]
==> reports/metrics.cfg <==
[power_and_ir_drop]
power_per_cell_area_mw_per_mm2 = 39.03
int_pwr_w = 0.0002485
ir_worst_vdd_mv = 0.01753
clkPwrFrac_pct = 0
report.power.total_w = 0.0006392
sequentialPowerShare_pct = 0
combinationalPowerShare_pct = 100.0
netSwitchingPower_w = 0.0003907
pleak_nw = 6.656
netSwitchingFraction_pct = 61.13

[timing]
maxSlewViolCount = 0
achievable-frequency_ghz = 0.07071
aggregate_negative_setup_slack_ns = 0
timing.slew.headroom_pct = 34.81
finalSetupViolCount = 0
final.min_clock_period_ns = 14.14
slew_at_the_pin_closest_to_its_max_slew_limit_ns = 0.9748
period_used_pct = 72.16
report.final.hold_viol_count = 0
grt_setup_unrepaired = no

[yosys]
netlist_top_cells_area = sky130_fd_sc_hd__ha_1 (11%), sky130_fd_sc_hd__mux2i_1 (9.2%), sky130_fd_sc_hd__a21oi_1 (8.4%)
top_area_share_pct = 11.30
synthDistinctLibCells = 95
yosysWarnings = 1
synth_cells = 2221
largest_area_cell = sky130_fd_sc_hd__ha_1
yosysChipArea_mm2 = 0.01373
synth_area_per_cell_um2 = 6.183
ys_cells = 2221
post_synth_instance_area_mm2 = 0.01373
synth-seq-area-share_pct = 0

[drt]
drt_drc_violations_left = 0
sum_of_routed_wire_length_over_all_layers_mm = 74.74
via_per_inst = 6.648
drt_first_iter_violations = 2125
drtAntennaViolNets = 0
drtPass1Iterations = 6
via_count = 18560
avgRoutedWirePerCell_um = 26.77

[grt]
grt_start_max_net_pins = 50
first_global_vias = 16710
number_of_antenna_violations_at_the_first_check_in_global_routing = 3
globalRoute.totalOverflow = 0
grt_use_total_pct = 41.85
grt_pass1_wl_mm = 108.8

[floorplanning]
floorplan.initialDensity_pct = 40.85
die_height_um = 187.3
io-pin-count = 216
num_rows = 67
core-area_mm2 = 0.03362
die_area_mm2 = 0.03508
die-width_um = 187.3

[worst_setup_path]
cpLargestDelayFamily = simple AND/OR/NAND/NOR gates
start_kind = input pin
path_cells = buf_2 -> buf_4 -> mux2i_1 -> inv_1 -> ha_1 -> nor2_1 -> nand2_1 -> o21ai_0 -> o21ai_0 -> xor2_1 -> a22oi_1 -> or4b_1 -> nor4_2 -> nand4_1 -> or4_1 -> nor4b_2 -> clkdlybuf4s50_1
worstPathBufferInverterCount = 4
worst-endpoint-required_ns = 15.68
cpMaxStageDelayCell = sky130_fd_sc_hd__mux2i_1
setup.worst_path.class = in -> out
timing.critical_path.mode_cell = sky130_fd_sc_hd__o21ai_0
worstSetupEndpointType = output pin
slowest_delay_ns = 0.82
worstPathMaxFanout = 48
timing.critical_path.arrival_ns = 10.22

[min_path]
hold_path_class = in -> out

[layout]
drive_gt1_share_pct = 5.978
seq_area_um2 = 0
layout_top_cells_excl_fill_tap = sky130_fd_sc_hd__nand2_1 (243), sky130_fd_sc_hd__nor2_1 (242), sky130_fd_sc_hd__a21oi_1 (230)
flow.area_growth_from_synthesis_pct = 19.27
clockBufferCount = 0
mostFrequentLayoutCell = sky130_fd_sc_hd__nand2_1
sequential_cells = 0
postLayoutCoreUtil_pct = 48.72
final_design_area_no_fill_mm2 = 0.01638
tally_of_non_filler_cells_in_the_final_layout = 2792

[clock_tree]
post_cts_resize_count = 0
ctsHoldBuffers = 0
cts_setup_buffers = 0

[job]
max_cap_viol_count = 0
warning_count = 102

[place]
place.detailed.hpwl_mm = 58.78
dp_cells = 2790
finalWeightedCongestion = 1.146
placement.io_buffers = 208
post_dp_cell_area_mm2 = 0.01637

[run_status]
outcome = completed

[tightest hold or removal path: stages]
cell	delay, ns
sky130_fd_sc_hd__clkdlybuf4s50_1	0.41
sky130_fd_sc_hd__xnor2_1	0.12
sky130_fd_sc_hd__clkdlybuf4s50_1	0.40
[routing by layer]
metal  track usage [%]  up-vias  share of wire, %  wire (µm)
met5                 0        -            0.0094          7
met4             20.71        2               6.0       4507
met3             14.87      240                14      10450
li1                  -     8470                 -          -
met1             56.39     8552                40      29960
met2             58.75     1296                40      29820
[worst paths after layout]
kind | endpoint | cells past startpoint | start | slack, ns
setup / recovery | Zero | 17 | ALUSrc | 5.46
hold / removal | Addr_Result[31] | 3 | Imme_extend[31] | 8.78
[cell families after synthesis]
kind of cell	count (synthesis)	synth area share, %
xor gates and xnor gates	68	4.337
AOI/OAI and AO/OA	849	39.48
muxes	147	11.04
and+or+nand+nor	772	25.90
adders and majority gates	127	11.74
buffers and inverters	258	7.499
[power by group through the flow]
stage     logic (W)  clock network, W  registers (W)
6_report   0.000639  0.00000000000279              0
4_1_cts    0.000617                 0              0
5_1_grt    0.000679                 0              0
[final cells by class]
type	count	area [µm²]
antenna	2	5.005
multi-input combinational	1963	12810
timing repair buffer	283	2640
tap	448	560.5
inverter	96	360.3
fill	3466	17240
[synth_stat cells (18+ instances only)]
| cell | n |
|---|---|
| sky130_fd_sc_hd__nand2_1 | 243 |
| sky130_fd_sc_hd__nor2_1 | 243 |
| sky130_fd_sc_hd__a21oi_1 | 230 |
| sky130_fd_sc_hd__o21ai_0 | 205 |
| sky130_fd_sc_hd__mux2i_1 | 126 |
| sky130_fd_sc_hd__ha_1 | 124 |
| sky130_fd_sc_hd__clkbuf_1 | 122 |
| sky130_fd_sc_hd__inv_1 | 95 |
| sky130_fd_sc_hd__nor3_1 | 65 |
| sky130_fd_sc_hd__a211oi_1 | 63 |
| sky130_fd_sc_hd__xnor2_1 | 52 |
| sky130_fd_sc_hd__nand3_1 | 50 |
| sky130_fd_sc_hd__o211ai_1 | 43 |
| sky130_fd_sc_hd__o22ai_1 | 36 |
| sky130_fd_sc_hd__a31oi_1 | 35 |
| sky130_fd_sc_hd__nor2b_1 | 34 |
| sky130_fd_sc_hd__a21o_1 | 25 |
| sky130_fd_sc_hd__buf_2 | 25 |
| sky130_fd_sc_hd__o221ai_1 | 25 |
| sky130_fd_sc_hd__a221oi_1 | 19 |
| sky130_fd_sc_hd__nand2b_1 | 18 |
| sky130_fd_sc_hd__o21a_1 | 18 |
[stage by stage]
step                      hold WS (ns)  setup slack [ns]
final                            8.776             5.457
after floorplan                  7.871             7.155
after detailed placement         8.782             5.790
after global routing             8.823             5.441
after global placement           8.776             5.814
after CTS                        8.783             5.770
