==> flow/design.v <==
`timescale 1ns / 1ps
module Idecode32(read_data_1,read_data_2,Instruction,read_data,ALU_result,Jal,RegWrite,MemorIOtoReg,RegDst,imme_extend,clock,reset,opcplus4);
input[31:0] Instruction,read_data,ALU_result,opcplus4;
input Jal,RegWrite,MemorIOtoReg,RegDst,clock,reset;
output[31:0] read_data_1,read_data_2;
output reg[31:0] imme_extend;
wire[4:0] rs,rt,rd,write_ds;
wire[15:0] immediate;
wire[31:0] data;
reg[31:0] register[0:31];
assign immediate = Instruction[15:0];
assign rs = Instruction[25:21];
assign rt = Instruction[20:16];
assign rd = Instruction[15:11];
assign read_data_1 = register[rs];
assign read_data_2 = register[rt];
assign write_ds = RegDst==1? rd:rt;
assign data = MemorIOtoReg==1?read_data:ALU_result;
always@(*)
begin
if(Instruction[15]==0)
imme_extend = {{16{1'b0}},immediate};
else
imme_extend = {{16{1'b1}},immediate};
end
integer t;
always@(posedge clock)
begin
if(!reset)
begin
 if(RegWrite)
    begin
    if(Jal)
    begin
    register[31]<=opcplus4;
    end
    else
    register[write_ds]<=data;
    end
  end
else
 begin
 for(t=0;t<32;t=t+1)
 register[t]<=0;
 end
end
endmodule
==> flow/run.sh <==
#!/bin/bash
# OpenROAD 26Q1-2900-gdf79404cd8, Yosys 0.63+post, stock flow scripts
make -C /OpenROAD-flow-scripts/flow DESIGN_CONFIG=/design/flow/config.mk WORK_HOME=/design/flow/orfs finish
==> flow/config.mk <==
export PLATFORM = sky130hd
export DESIGN_NAME = Idecode32
export DESIGN_NICKNAME = Idecode32
export VERILOG_FILES = /design/flow/design.v
export SDC_FILE = /design/flow/constraint.sdc
export NUM_CORES = 4
export LEC_CHECK = 1
export CORE_UTILIZATION = 50
==> flow/constraint.sdc <==
current_design Idecode32

set clk_period 27.2
set clk_io_pct 0.2

create_clock -name clk0 -period $clk_period [get_ports {clock}]

set non_clock_inputs [all_inputs -no_clocks]
set_input_delay [expr $clk_period * $clk_io_pct] -clock clk0 $non_clock_inputs
set_output_delay [expr $clk_period * $clk_io_pct] -clock clk0 [all_outputs]
==> results_slide.txt <==
Key Metrics from the Run

Status
  – Status: finished clean

Cells and area
  – Top Layout Cells: mux2i_1 (1,024), nor2_1 (997), dfxtp_1 (544)
  – FF/Latch Area: 25,300 um^2
  – Largest regs: register: 1024 flops
  – Area Growth Syn to Fin: 12.49%
  – Post-route insts no fill: 6,790
  – Most numerous logic cell after layout: mux2i_1
  – Most flops, register: register
  – Layout cells sized above 1: 9.579%
  – Largest register FFs: 1,024
  – MI comb area: 26,360 um^2
  – Fill count: 9,035
  – Util after Layout: 56.66%

Min path
  – Worst hold start: register[1][7]$_SDFFE_PP0P_
  – Hold Path Cell Cnt: 2
  – Sink of the worst hold path: register[1][7]$_SDFFE_PP0P_
  – Hold WC Path Type: reg2reg

Power and ir drop
  – Combinational Power Share: 12.4%
  – Pwr per Cell Area: 61.27 nW/um^2
  – Peak supply drop: 0.00005702 V
  – Leakage power: 22.35 nW
  – Sequential share of power: 45.2%
  – Switching power: 0.9659 mW
  – Clock Power Share: 42.4%
  – Sw Share: 26.03%
  – Total Power: 3.711 mW
  – Pint: 2.745 mW

Final timing
  – Worst-margin pin slew: 0.9022 ns
  – Period minus WS final: 15.60 ns
  – Final setup viols: 0
  – Final Hold Viols: 0
  – Slew HR: 39.73%
  – Achievable Freq: 0.06411 GHz
  – Setup Skew: 0 ns
  – Final max-slew violation count: 0
  – Final TNS setup: 0 ns
  – RSZ-0062 raised after global routing: false
  – Final Cycle Share: 57.34%

Global routing
  – Initial antenna violation count: 3
  – Aggregate global-route resource usage: 38.13%
  – Vias in the first global route: 41,750
  – Grt total ovfl: 0
  – Global-route wire length before repair: 284.5 mm
  – Largest net degree at the start of global routing: 148

Run
  – Count of tool warnings: 36
  – Max-cap violations: 0

Synth
  – Cell Area, Synth: 53,840 um^2
  – XOR/XNOR Area Share: 0%
  – Synth cell types: 45
  – Warnings, synthesis: 1
  – Yosys adder share: 0%
  – Post-synth ARST share: 0%
  – Main area contributors: edfxtp_1 (27%), dfxtp_1 (20%), mux2i_1 (20%)
  – Yosys simple share: 12.18%
  – Ys flop type: dfxtp_1
  – Post-synth seq share: 47.00%
  – YS chip area: 53,840 um^2
  – Syn Inst Count: 5,414
  – Synth Area per Inst: 9.945 um^2
  – Area share, top type: 26.77%
  – # Cells Yosys: 5,414
  – Synth Area in Compound Gates: 16.12%
  – Flip-flops with a built-in enable: 480
  – Synth mux share: 19.68%
  – Top non-seq family: multiplexers
  – Flops after synth: 1,024
  – Cell taking the most area after synthesis: edfxtp_1

Critical path
  – Reg2Reg Depth: 2
  – Worst R2R End: register[12][9]$_SDFFE_PP0P_
  – R2r startpoint: register[12][9]$_SDFFE_PP0P_
  – Crit path arrival time: 10.16 ns
  – FF-to-FF setup slack: 26.43 ns
  – Crit path cell chain: buf_8 -> buf_4 -> buf_4 -> buf_4 -> buf_4 -> mux2i_1 -> a22o_1 -> nor3_1 -> a31oi_1 -> nand3_1 -> clkdlybuf4s50_1
  – CP dominant cell by count: buf_4
  – Crit. End Element: primary output
  – CP max-delay cell: buf_4
  – CP max stage delay: 0.74 ns
  – Critical path's top delay family: buffers and inverters
  – Bufs and invs on worst path: 6
  – Startpoint types: primary input
  – Worst Path Max Fanout: 68
  – Worst endpoint required time: 21.76 ns
  – Crit Path Class: in2out

Drt
  – Drt wl/cell: 29.04 um
  – Drt pass-1 iters: 5
  – Drt first-iter violations: 3,176
  – Routed vias/inst: 6.355
  – Via count: 43,150
  – Drc violations: 0
  – Routed Antenna Nets: 0
  – Post-Route WL: 197.2 mm
  – Diode count: 0

Clocking
  – CTS tree: yes
  – H-tree Lvls: 3
  – Post-CTS Hold Fix Bufs: 0
  – CTS clk-pin slew, worst paths: 0.06 ns
  – PostCTS Resize Cnt: 0
  – Post-CTS setup buffer count: 0
  – Sink Count: 1,024
  – Num CTS Buffers: 113
  – Max clock buf depth: 3
  – Late-Pin Clk Latency: 0.70 ns
  – Root Buffer: clkbuf_16

Floorplan
  – FP Core Util: 50.37%
  – Core box area: 106,900 um^2
  – Die X: 330.2 um
  – Standard-cell row count: 120
  – Ports: 230
  – Die area: 109,000 um^2
  – Die extent in y: 330.2 um

Place
  – Post-detail-place hpwl: 110.2 mm
  – Placed insts: 6,577
  – Port Buffers: 201
  – Placer Congestion: 0.9133
[metal layers]
| layer | share of wire (%) | GRT usage (%) |
|---|---|---|
| met5 | 0.051 | 0.5217 |
| met4 | 4.7 | 14.40 |
| met3 | 13 | 18.71 |
| met1 | 39 | 52.63 |
| met2 | 43 | 53.76 |
[tightest hold or removal path, cell delays in order (launching register included)]
cell and delay (ns):
dfxtp_1 0.32, nor2_1 0.10, a211oi_1 0.05
[metrics by stage]
step                setup slack (ns)  hold WS, ns  instance area, um^2
floorplan                      14.91       0.4893                53840
global placement               11.72       0.4975                56770
detailed placement             11.76       0.5037                56770
CTS                            11.70       0.5112                60570
global route                   11.52       0.5258                60570
finish                         11.60       0.5091                60570
[power groups by stage]
stage                 logic (mW)  registers (mW)  clock network [mW]
after global routing       0.477            1.68                1.65
after CTS                  0.449            1.68                1.59
final                      0.459            1.68                1.57
[cell families after synthesis]
family                 after synthesis
and+or+nand+nor                   1556
AOI/OAI and AO/OA                 1167
muxes                             1058
DFF                               1024
buffers and inverters              609
[cell usage after synthesis (2+ instances only)]
master and count:
o211ai_2 2, a211oi_1 473, buf_2 173, edfxtp_1 480, nand2_2 2, a21oi_1 195
nor3_1 65, dfxtp_1 544, and2_1 2, nor3_4 8, nor2_1 999, a31oi_1 64
mux2i_1 1056, inv_1 2, nand3b_1 33, o21ai_0 33, or2_2 2, nand2_1 214
clkbuf_1 359, a22oi_1 192, buf_6 9, a211oi_2 71, nor2b_1 4, buf_4 36
nor2_4 8, buf_1 29, o31ai_1 2, a22o_1 128, nor3b_1 2, nand2b_1 20
nand3_1 193
[how the worst max path moves through the flow]
| stage | from | to | depth (start not counted) |
|---|---|---|---|
| 5_1_grt | Instruction[22] | read_data_1[14] | 11 |
| 4_1_cts | Instruction[22] | read_data_1[14] | 11 |
| 6_report | Instruction[22] | read_data_1[14] | 11 |
[final cells by class]
class,count,area share (%)
tap,1403,2.898
sequential,1024,41.78
multi-input combinational,3781,43.52
clock inverter,39,0.7602
timing repair buffer,366,5.511
clock buffer,174,5.516
inverter,3,0.01859
Power is estimated from default activity; no workload was simulated.
